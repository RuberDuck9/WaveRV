File: /design/flow/design.v
module instruction_decoder(
	input wire [31:0] instruction_register,
	output wire register_write_enable,
	output wire alu_immediate_enable,
	output wire [2:0] immediate_select,
	output wire [4:0] register_write_address,
	output wire [4:0] register_read_address_a,
	output wire [4:0] register_read_address_b,
	output wire data_memory_write_enable,
	output wire data_memory_write_back_enable,
	output reg [3:0] alu_operation
);
wire [2:0] funct3 = instruction_register[14:12];
wire [6:0] funct7 = instruction_register[31:25];
wire alu_register_operation           = (instruction_register[6:2] == 5'b01100);  
wire alu_immediate_operation          = (instruction_register[6:2] == 5'b00100);  
wire branch_operation                 = (instruction_register[6:2] == 5'b11000);  
wire jump_and_link_pc_operation       = (instruction_register[6:2] == 5'b01111);  
wire jump_and_link_register_operation = (instruction_register[6:2] == 5'b11001);  
wire add_upper_immediate_pc_operation = (instruction_register[6:2] == 5'b00101);  
wire load_upper_immediate_operation   = (instruction_register[6:2] == 5'b01101);  
wire load_operation                   = (instruction_register[6:2] == 5'b00000);  
wire store_operation                  = (instruction_register[6:2] == 5'b01000);  
wire system_operation                 = (instruction_register[6:2] == 5'b11100);  
assign data_memory_write_enable = store_operation ? 1'b1 : 1'b0;
assign data_memory_write_back_enable = load_operation ? 1'b1 : 1'b0;
always @(*) begin
	case(funct3) 
		3'b000: alu_operation = (funct7[5] & instruction_register[5]) ? (4'b0001) :  
		(4'b0000);  
		3'b001: alu_operation = 4'b0010;  
		3'b010: alu_operation = 4'b0011;  
		3'b011: alu_operation = 4'b0100;  
		3'b100: alu_operation = 4'b0101;  
		3'b101: alu_operation = funct7[5] ? (4'b0110) :  
		(4'b0111);  
		3'b110: alu_operation = (4'b1000);  
		3'b111: alu_operation = (4'b1001);  
	endcase
end
assign alu_immediate_enable = alu_immediate_operation ? 1'b1 : 1'b0;
assign register_write_address = instruction_register[11:7];
assign register_read_address_a = instruction_register[19:15];
assign register_read_address_b = instruction_register[24:20];
assign register_write_enable = alu_register_operation ? 1'b1 : 
	alu_immediate_operation ? 1'b1 :
	jump_and_link_pc_operation ? 1'b1 :
	add_upper_immediate_pc_operation ? 1'b1 :
	load_operation ? 1'b1 :
	1'b0;
assign immediate_select = alu_register_operation ? 3'b111 :  
	alu_immediate_operation ? 3'b001 :  
	branch_operation ? 3'b011 :  
	jump_and_link_register_operation ? 3'b001 :  
	add_upper_immediate_pc_operation ? 3'b000 :  
	load_upper_immediate_operation ? 3'b000 :  
	load_operation ? 3'b001 :  
	store_operation ? 3'b010 :  
	system_operation ? 3'b111 :  
	3'b111;  
endmodule
File: /design/flow/run.sh
#!/bin/bash
# OpenROAD 26Q1-2900-gdf79404cd8, Yosys 0.63+post, stock flow scripts
make -C /OpenROAD-flow-scripts/flow DESIGN_CONFIG=/design/flow/config.mk WORK_HOME=/design/flow/orfs finish
File: /design/flow/constraint.sdc
current_design instruction_decoder

set clk_period 2.6
set clk_io_pct 0.2

create_clock -name clk0 -period $clk_period

set non_clock_inputs [all_inputs -no_clocks]
set_input_delay [expr $clk_period * $clk_io_pct] -clock clk0 $non_clock_inputs
set_output_delay [expr $clk_period * $clk_io_pct] -clock clk0 [all_outputs]
File: /design/flow/config.mk
export PLATFORM = sky130hd
export DESIGN_NAME = instruction_decoder
export DESIGN_NICKNAME = instruction_decoder
export VERILOG_FILES = /design/flow/design.v
export SDC_FILE = /design/flow/constraint.sdc
export NUM_CORES = 4
export LEC_CHECK = 1
export CORE_AREA = 10 10 70 70
export DIE_AREA = 0 0 80 80
==> results.yml <==
# generated from flow reports
setup_path:
  cp-endpoint: "data_memory_write_back_enable"
  critical_path_class: "primary input to output port"
  cp_max_fo: 2
  cp_slowest_stage_delay_ns: 0.48
  setup.worst_path.start_class: "primary input"
  cp_top_family: "buffers and inverters"
  path_buffers: 2
  worstSetupStartpoint: "instruction_register[3]"
  path_common_cell: "clkdlybuf4s50_1"
  crit_path_cell_trace: "clkdlybuf4s50_1 > or4_4 > nor2_1 > clkdlybuf4s50_1"
  crit_cells: 4
  crit_required_ns: 2.08
  critPathArrivalTime_ns: 2.00
  slowest_stage: "or4_4"
  end_kind: "output port"
detailed_routing:
  wl_um: 1010
  drt_iter0_drc: 32
  drtAntennaViolNets: 0
  first_pass_iters: 2
  drc: 0
  dr_total_vias: 345
  routedWlPerCell_um: 9.74
  n_antenna_cell: 0
  vias_per_cell: 3.32
synth:
  syn_area_um2: 323
  synth_seq_share_pct: 0
  syn_inst: 51
  ys_cells: 51
  synth-area-yosys_um2: 323
  avgSynthCellArea_um2: 6.33
  yosysWarnings: 1
  synth_cell_types: 21
final_layout:
  lay_top_count: "clkdlybuf4s50_1"
  fin_area_um2: 478
  logic_area_um2: 175
  ff_count: 0
  final_cell_mix: "clkdlybuf4s50_1 (17), inv_1 (4), nand2_1 (4), buf_4 (4)"
  nFillCells: 395
  regArea_um2: 0
  area_growth_pct: 48.1
  clock_buffers: 0
  drive_gt1_share_pct: 10.3
timing:
  slew_violations: 0
  period_used_pct: 96.8
  setup_viol: 0
  finalCriticalPeriod_ns: 2.52
  fmax_mhz: 397
  worst_slew_pin_slew_ns: 0.243
  rsz0062_at_grt: "no"
  hold_viol: 0
  setup_tns_ns: 0
  timing.slew.headroom_pct: 83.8
floorplanning:
  placeableCoreArea_um2: 3420
  die_h_um: 80
  rows: 21
  ioPinCount: 58
  die_x_um: 80
  die_area_um2: 6400
  floorplan.core_util_pct: 9.45
place:
  port_buffers: 20
  place_congestion: 0.697
  hpwl_um: 888
  dpl_cell_area_um2: 475
clocking:
  cts_setup_buffers: 0
  postCtsHoldBufs: 0
hold_path:
  hp-class: "primary input to output port"
  holdPathStages: 0
power_and_ir_drop:
  p_sw_share_pct: 37.6
  clockPowerShare_pct: 0
  combinationalPowerShare_pct: 100.0
  cell_internal_pwr_w: 0.0000381
  power_frac_seq_pct: 0
  switching_power_w: 0.0000230
  peakVddDrop_v: 0.0000159
  p_per_area_nw_per_um2: 128
  leakagePower_nw: 0.184
global_route:
  overflow: 0
  grt_max_degree: 8
  antenna_found_initial: 0
  grt_pass1_vias: 312
  grt_usage_pct: 2.72
  grt_pass1_wl_um: 1490
flow_run:
  cap_violations: 0
  warnings: 40
outcome:
  outcome: "complete, no violations"
-- how the worst min path moves through the flow --
stage                                    start                    endpoint
after CTS             instruction_register[15]  register_read_address_a[0]
after global routing   instruction_register[7]   register_write_address[0]
final                 instruction_register[15]  register_read_address_a[0]
-- synth_stat cells --
library cell	instances	area, um2
a21oi_1	2	10.0
nor3b_1	1	7.51
o21ai_1	2	10.0
o21ai_0	1	5.00
nand4_1	1	6.26
buf_6	2	22.5
o211ai_1	1	7.51
nand2b_1	2	12.5
a21boi_1	1	7.51
inv_1	4	15.0
nor2_1	4	15.0
nand3_1	3	15.0
or4_4	1	11.3
a31oi_1	1	6.26
nand2_1	4	15.0
nor4_1	1	6.26
buf_4	15	113
and2_1	1	6.26
a211o_1	1	8.76
o21bai_1	1	7.51
a211oi_1	2	15.0
-- timing repair --
| action | 4_1_cts | 5_1_grt |
|---|---|---|
| gates resized | 2 | 2 |
| pin swaps | 0 | 1 |
| endpoints found under the setup margin | 2 | 2 |
-- layout make-up --
cell class	instances	share of cell area (%)
Inverter	4	3.14
Timing Repair Buffer	24	48.2
Tap cell	46	12.0
Multi-Input combinational cell	30	36.6
-- routing by layer --
layer	global-route usage [%]	part of all wire, %	vias up
met1	2.90	37	161
met2	5.30	54	7
li1	-	-	177
met4	0.352	0	0
met5	0	0	-
met3	0.682	9.1	0
-- logic make-up after synthesis --
logic type | count (synthesis) | share of synthesized area, %
compound gates | 12 | 24.0
buf+inv | 21 | 46.5
simple gates | 18 | 29.5
-- through the flow --
step | hold WS [ns] | util (%) | setup slack, ns | total power, W | std cells
detailed placement | 1.04 | 13.9 | -0.0614 | 0.0000629 | 104
floorplan | 1.05 | - | 0.876 | 0.0000345 | 51
global placement | 1.04 | 13.9 | -0.0564 | 0.0000622 | 104
global route | 1.04 | 14.0 | 0.0152 | 0.0000679 | 104
finish | 1.04 | 14.0 | 0.0836 | 0.0000610 | 104
CTS | 1.04 | 13.8 | 0.0200 | 0.0000623 | 104
-- power by group through the flow --
stage / Clock [W] / Combinational (W) / Sequential, W
finish: 0 / 0.0000610 / 0
global route: 0 / 0.0000679 / 0
CTS: 0 / 0.0000623 / 0
No activity file was given, so power comes from the tool's default toggle rates.
