===== ./run.sh =====
#!/bin/bash
# OpenROAD 26Q1-2900-gdf79404cd8, Yosys 0.63+post, stock flow scripts
make -C /OpenROAD-flow-scripts/flow DESIGN_CONFIG=/design/flow/config.mk WORK_HOME=/design/flow/orfs finish

===== ./config.mk =====
export PLATFORM = sky130hd
export DESIGN_NAME = program_counter
export DESIGN_NICKNAME = program_counter
export VERILOG_FILES = /design/flow/design.v
export SDC_FILE = /design/flow/constraint.sdc
export NUM_CORES = 4
export LEC_CHECK = 1
export CORE_AREA = 10 10 103 103
export DIE_AREA = 0 0 113 113

===== ./constraint.sdc =====
current_design program_counter

set clk_period 5.0
set clk_io_pct 0.2

create_clock -name clk0 -period $clk_period [get_ports {clk}]

set non_clock_inputs [all_inputs -no_clocks]
set_input_delay [expr $clk_period * $clk_io_pct] -clock clk0 $non_clock_inputs
set_output_delay [expr $clk_period * $clk_io_pct] -clock clk0 [all_outputs]

===== ./design.v =====
module program_counter(
	input wire clk,
	input wire rst,
	output reg[31:0] program_counter
);
always @(posedge clk) begin
	if (~rst) begin
			program_counter <= 32'b0;
	end
	else begin 
		program_counter <= program_counter + 1;
	end
end
endmodule

==> impl_metrics.tcl <==
# implementation run metrics
set metrics [dict create \
    postCtsSetupBuffers 0 \
    hold_buffers 0 \
    die_y_microns 113 \
    grt_pass1_wl_mm 6.33 \
    fp_util 0.177 \
    cts_resized 0 \
    drive_gt1_frac 0.0450 \
    reg_top3 "program_counter x32" \
    die_x_microns 113 \
    crit_fanout 27 \
    syn_to_final_growth_pct 34.9 \
    hp-start "program_counter[31]" \
    critPathMaxStageDelay_ps 650 \
    worst_slew_pin_slew_ps 723 \
    antenna_left 0 \
    maxCapViolations 0 \
    clock_latency_ps 280 \
    slowest_stage "clkinv_1" \
    synthTopCellsByArea "dfxtp_1 (44%), or4_1 (6.7%), a21oi_1 (5.8%)" \
    power.leakage_nw 0.549 \
    power.internal_uw 375 \
    power_frac_clock 0.430 \
    crit_required_ps 5190 \
    outcome "complete, no violations" \
    wl_mm 3.92 \
    drc 0 \
    grt_use_total 0.0592 \
    synth_seq_share 0.437 \
    place_area_sq_um 1890 \
    largest-register "program_counter" \
    power_uw 477 \
    setup-tns-final_ps 0 \
    warnings 25 \
    rows 33 \
    p_sw_uw 102 \
    chip_area_sq_um 12800 \
    antenna_found_initial 0 \
    io_buffer_count 33 \
    cp_cell_sequence "clkdlybuf4s50_1, clkinv_1, a21oi_1" \
    final_layout_top_logic_cell "clkdlybuf4s50_1" \
    clkTransAtPathRegs_ps 60 \
    core_sq_um 8300 \
    swShare 0.214 \
    setup_violations 0 \
    yosysTopAreaCell "dfxtp_1" \
    n_antenna_cell 0 \
    lay_top_cells "clkdlybuf4s50_1 (33), dfxtp_1 (32), a21oi_1 (17)" \
    cts.sinks 32 \
    startpoint "rst" \
    largest_reg_flops 32 \
    rr_startpoint "program_counter[0]" \
    whs_ps 477 \
    vias 1333 \
    ctsLongestPathBuffers 2 \
    comb_power_share 0.026 \
    wl_per_cell_microns 12.8 \
    numCtsBuffers 5 \
    slew_headroom 0.515 \
    synth_cells 168 \
    synth_area_sq_um 1470 \
    grt.overflow.total 0 \
    critical_path_class "in2reg" \
    ys_area_sq_um 1470 \
    yosysCellCount 168 \
    synth_flops 32 \
    worstHoldEndpoint "program_counter[31]" \
    hpwl_mm 2.79 \
    end_kind "flip-flop" \
    r2r_end "program_counter[20]" \
    post-route-cell-area_sq_um 1980 \
    gp_congestion 0.776 \
    vias_per_cell 4.37 \
    cts_tree "yes" \
    min_period_over_period 0.484 \
    rsz0062_at_grt "false" \
    fin_crit_ps 2420 \
    hold_class "reg2reg" \
    powerDensity_nw_per_um2 241 \
    drt_first_pass_iters 4 \
    finClkSkew_ps 2.97 \
    grt_start_max_net_pins 28 \
    seq_power_share 0.544 \
    r2r_cells 5 \
    crit_path_start_kind "input pin" \
    ys_types 30 \
    io-pin-count 34 \
    hold_viol_final 0 \
    drv_slew 0 \
    yosys_warnings 1 \
    arrival_ps 2620 \
    cts-htree-levels 2 \
    min_path_cells 2 \
    fill_cells 884 \
    fmax_mhz 413 \
    cts-root-buf "clkbuf_8" \
    first_iter_violations 68 \
    irDropWorstVdd_mv 0.136 \
    top_cell_area_share 0.437 \
    r2r_setup_slack_ps 2770 \
    grt_pass1_vias 1217 \
    syn-mean-instance-area_sq_um 8.73 \
]
## per-layer routing
layer / vias to the layer above / global-route usage / part of all wire
li1: 685 / - / -
met1: 606 / 0.0885 / 0.50
met2: 38 / 0.0829 / 0.42
met3: 4 / 0.0182 / 0.064
met4: 0 / 0.00846 / 0.011
met5: - / 0 / 0
## metrics by stage
step / instances / setup slack (ps) / util
detailed placement: 297 / 2250 / 0.227
global placement: 297 / 2280 / 0.227
CTS: 305 / 2550 / 0.238
floorplan: 168 / 3040 / -
global route: 305 / 2380 / 0.238
finish: 305 / 2580 / 0.238
## power groups by stage
stage	logic [mW]	registers, mW	clock network [mW]
CTS	0.0128	0.260	0.210
global route	0.0143	0.260	0.224
finish	0.0125	0.260	0.205
## synth_stat cells
cell type	instances
dfxtp_1	32
a21oi_1	17
nand2_1	14
or4_1	13
o31ai_1	11
nor2_1	10
nand3_1	8
nand4_1	6
o21ai_0	6
or3_1	6
buf_2	5
xnor2_1	5
clkbuf_1	4
inv_1	4
xor2_1	4
and4_1	3
mux2i_1	3
nand2b_1	3
nor3_1	2
nor4_2	2
and2_1	1
clkinv_1	1
ha_1	1
nand3_2	1
nor3b_1	1
nor4_1	1
o21a_1	1
o31a_1	1
or3b_1	1
or4b_1	1
## area by class of cell
class                           instances  area (sq um)  share of cell area
Inverter                                5          18.8             0.00949
Clock buffer                            8          90.1              0.0455
Tap cell                              105           131              0.0664
Multi-Input combinational cell        122           767               0.388
Sequential cell                        32           641               0.324
Timing Repair Buffer                   33           330               0.167
## cell families after synthesis
kind of cell | after synthesis | synth area share
XOR/XNOR | 9 | 0.0538
AND/OR/NAND/NOR | 73 | 0.294
adder cells (fa/ha/maj) | 1 | 0.00853
multiplexers | 3 | 0.0205
AND-OR/OR-AND | 36 | 0.146
flip-flops | 32 | 0.437
buffers and inverters | 14 | 0.0401
## worst max path at each step
| stage | to | cells past startpoint | slack [ps] |
|---|---|---|---|
| CTS | program_counter[13] | 3 | 2550 |
| global route | program_counter[13] | 3 | 2380 |
| finish | program_counter[24] | 3 | 2580 |
## critical path: cells and delay by family
family                 cells  cell delay, ps
buffers and inverters      2            1280
AOI/OAI and AO/OA          1             320
No activity file was given, so power comes from the tool's default toggle rates.
