`design/flow/run.sh`:
```
#!/bin/bash
# OpenROAD 26Q1-2900-gdf79404cd8, Yosys 0.63+post, stock flow scripts
make -C /OpenROAD-flow-scripts/flow DESIGN_CONFIG=/design/flow/config.mk WORK_HOME=/design/flow/orfs finish
```
`design/flow/design.v`:
```
module instruction_register (
    input wire clk,
    input wire rst,
    input wire [31:0] instruction_memory_read_data,
    output reg [31:0] instruction_register
);
always @(posedge clk) begin
    if (~rst) begin
        instruction_register <= 32'b0;
    end 
    else begin
        instruction_register <= instruction_memory_read_data;
    end
end
endmodule
```
`design/flow/constraint.sdc`:
```
current_design instruction_register

set clk_period 1.0
set clk_io_pct 0.2

create_clock -name clk0 -period $clk_period [get_ports {clk}]

set non_clock_inputs [all_inputs -no_clocks]
set_input_delay [expr $clk_period * $clk_io_pct] -clock clk0 $non_clock_inputs
set_output_delay [expr $clk_period * $clk_io_pct] -clock clk0 [all_outputs]
```
`design/flow/config.mk`:
```
export PLATFORM = sky130hd
export DESIGN_NAME = instruction_register
export DESIGN_NICKNAME = instruction_register
export VERILOG_FILES = /design/flow/design.v
export SDC_FILE = /design/flow/constraint.sdc
export NUM_CORES = 4
export LEC_CHECK = 1
export CORE_AREA = 10 10 90 90
export DIE_AREA = 0 0 100 100
```
==> reports/results.txt <==
run status -> finished clean
Avg Cell Area, Syn -> 13.4 um^2
M1 GR Usage -> 5.64%
area leader, netlist -> dfxtp_1
Power Density -> 1610 nW/um^2
antenna violations before repair -> 0
synthesis area per yosys -> 896 um^2
Buf/Inv on CP -> 1
Clock Sink Count -> 32
die x size -> 100 um
tool warning count -> 25
# Max-Cap Violations -> 0
Non-Filler Instances -> 215
Final Hold Vio Count -> 0
Yosys reg bits -> 32
Remaining Overflow, GRT -> 0
vias in the first global route -> 761
crit path kind -> register to primary output
critical path's largest stage delay -> 0.31 ns
chip height -> 100 um
root buf cell -> clkbuf_8
H-tree depth -> 2
port bufs -> 65
largest net degree at the start of global routing -> 21
delay-heaviest family, CP -> flip-flops
number of flip-flops in the largest register -> 32
Syn Inst Count -> 67
RSZ-0062 raised after global routing -> false
Clock power frac -> 39.3%
Top Ports -> 66
Synth cell types -> 3
GRT Total Usage -> 5.02%
Hold WC Path Type -> input port to register
fin util -> 26.6%
Reg power frac -> 50.8%
fin area -> 1670 um^2
Core Region -> 6280 um^2
Pre-Place Util -> 14.3%
routed via count -> 671
Rel. slew slack -> 90.5%
critical path arrival -> 0.75 ns
maximum VDD drop -> 0.000435 V
WL final -> 2580 um
clk slew on worst S/H paths -> 0.07 ns
cell row count -> 29
Peak Freq -> 1050 MHz
CTS Hold Bufs -> 0
Leak -> 0.711 nW
Synth Seq Share -> 71.5%
Worst-Margin Slew -> 0.143 ns
Setup crit end kind -> primary output
Area growth, synth to finish -> 86.2%
Iter 0 DRT Violations -> 3
Final Slew Violations -> 0
crit-path max FO -> 1
area post-placement -> 1640 um^2
Yosys Warn Count -> 1
DR vias/cell -> 3.12
Finish-stage setup viols -> 0
Slowest-stage cell, CP -> dfxtp_1
Area contributors post-synth -> dfxtp_1, and2_2, clkbuf_2
drt wl/cell -> 12.0 um
Max Buffers Root-to-Sink -> 2
TritonCTS Buffers -> 5
CP Launch Type -> register
met2 usage -> 7.86%
synthesized cell area -> 896 um^2
GP Congestion -> 0.670
CTS tree -> yes
global-route wire length before repair -> 4040 um
share of cells above drive strength 1 -> 53.6%
final antenna-violating net count -> 0
Die ar. -> 10,000 um^2
Tmin final -> 0.954 ns
Placement Setup Slack -> -0.123 ns
Biggest register -> instruction_register
CP Data Required Time -> 0.80 ns
sw power -> 513 uW
Logic pwr share -> 9.9%
Post-CTS Resized -> 69
Final Cycle Share -> 95.4%
ANT cells -> 0
top cell type's share of synthesized area -> 71.5%
P_int -> 2.18 mW
met3 Resource Use GR -> 3.19%
overall power -> 2.69 mW
top flop regs -> instruction_register: 32 flops
DR pass1 iterations -> 2
most used routing layer -> met2
PnR worst setup slack -> 0.0459 ns
CP cell instances -> clkdlybuf4s15_1
placed cells -> 208
DRC Markers -> 0
cells in synth_stat.txt -> 67
Post-CTS Setup Bufs -> 0
Sw Share -> 19.0%
## metal layers
| layer | vias up | wire, um |
|---|---|---|
| li1 | 338 | - |
| met1 | 289 | 994 |
| met4 | 0 | 79 |
| met2 | 39 | 1160 |
| met5 | - | 0 |
| met3 | 5 | 343 |
## cell families after synthesis
family / Yosys count / synth area share [%]
AND/OR/NAND/NOR: 32 / 26.8
flip-flops: 32 / 71.5
buffers and inverters: 3 / 1.68
## worst paths after layout
kind | end | slack, ns | cells past startpoint | from
max | instruction_register[19] | 0.05 | 1 | instruction_register[19]$_SDFF_PN0_
min | instruction_register[8]$_SDFF_PN0_ | 0.51 | 2 | instruction_memory_read_data[8]
## layout by cell type (no fill, tap or decap), drive strengths merged
cell type and instances:
dfxtp 32, clkbuf 24, and2 32, clkdlybuf4s15 14, clkdlybuf4s50 33, buf 3
## power by group through the flow
stage,combinational [mW],clock [mW],sequential (mW)
4_1_cts,0.296,1.13,1.36
6_report,0.268,1.06,1.37
5_1_grt,0.298,1.18,1.37
## cells in the mapped netlist
master    count
clkbuf_2      3
and2_2       32
dfxtp_1      32
## stage by stage
stage,TNS [ns],hold WS (ns)
floorplan,0,0.336
global placement,-3.12,0.798
detailed placement,-3.52,0.800
CTS,0,0.499
global route,0,0.499
finish,0,0.514
## final cells by class
type	instances	area (um^2)
Sequential cell	32	659
Multi-Input combinational cell	32	240
Tap cell	77	96.3
Clock buffer	7	96.3
Fill cell	668	4610
Timing Repair Buffer	67	576
Power is estimated from default activity; no workload was simulated.
